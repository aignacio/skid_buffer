## design/flow/design.v

```verilog
module skid_buffer
#(
  parameter int REG_OUTPUT = 1,
  parameter type type_t    = logic
)(
  input           clk,
  input           rst,
  input           in_valid_i,
  output  logic   in_ready_o,
  input   type_t  in_data_i,
  output  logic   out_valid_o,
  input           out_ready_i,
  output  type_t  out_data_o
);
  logic     valid_ff, next_valid;  
  logic     ready_ff, next_ready;
  type_t    buff_ff, next_buff;
  type_t    data_out_ff, next_data_out;  
  always_comb begin : ready_logic
    in_ready_o = ready_ff;
    next_ready = ready_ff;
    if ((in_valid_i && in_ready_o) && (out_valid_o && ~out_ready_i)) begin
      next_ready = 1'b0;
    end
    else if (out_ready_i) begin
        next_ready = 1'b1;
    end
  end : ready_logic
  always_comb begin : valid_data_logic
    next_valid = valid_ff;
    next_buff = buff_ff;
    next_data_out = data_out_ff;
    if (REG_OUTPUT == 0) begin : REG_OUTPUT_FALSE
      if (ready_ff == 1'b0) begin
        out_valid_o = 1'b1;
        out_data_o = buff_ff;
      end
      else begin
        out_valid_o = in_valid_i;
        if (in_valid_i) begin
          next_buff = in_data_i;
          out_data_o = in_data_i;
        end
        else begin
          out_data_o = '0;
        end
      end
    end : REG_OUTPUT_FALSE
    else begin : REG_OUTPUT_TRUE
      out_data_o = data_out_ff;
      out_valid_o = valid_ff;
      if ((in_valid_i && in_ready_o) && (out_valid_o && ~out_ready_i)) begin
        next_buff = in_data_i;
      end
      if (~valid_ff) begin
        next_valid = in_valid_i;
        next_data_out = in_valid_i ? in_data_i : type_t'('0);
      end
      else begin
        if (out_ready_i && ~in_valid_i && ready_ff) begin
          next_data_out = type_t'('0);
          next_valid = 1'b0;
        end
        else if (out_ready_i && ~ready_ff) begin
          next_data_out = buff_ff;
        end
        else if (out_ready_i && in_valid_i && ready_ff) begin
          next_data_out = in_data_i;
        end
      end
    end : REG_OUTPUT_TRUE
  end : valid_data_logic
  always_ff @ (posedge clk or posedge rst) begin
    if (rst) begin
      ready_ff    <= 1'b1;
      valid_ff    <= 1'b0;
      buff_ff     <= type_t'('0);
      data_out_ff <= type_t'('0);
    end
    else begin
      ready_ff    <= next_ready;
      valid_ff    <= next_valid;
      buff_ff     <= next_buff;
      data_out_ff <= next_data_out;
    end
  end
endmodule
```

## design/flow/run.sh

```bash
#!/bin/bash
# OpenROAD 26Q1-2900-gdf79404cd8, Yosys 0.63+post, stock flow scripts
make -C /OpenROAD-flow-scripts/flow DESIGN_CONFIG=/design/flow/config.mk WORK_HOME=/design/flow/orfs finish
```

## design/flow/config.mk

```make
export PLATFORM = sky130hd
export DESIGN_NAME = skid_buffer
export DESIGN_NICKNAME = skid_buffer
export VERILOG_FILES = /design/flow/design.v
export SDC_FILE = /design/flow/constraint.sdc
export NUM_CORES = 4
export LEC_CHECK = 1
export CORE_AREA = 10 10 70 70
export DIE_AREA = 0 0 80 80
export SYNTH_HDL_FRONTEND = slang
```

## design/flow/constraint.sdc

```tcl
current_design skid_buffer

set clk_period 2.5
set clk_io_pct 0.2

create_clock -name clk0 -period $clk_period [get_ports {clk}]

set non_clock_inputs [all_inputs -no_clocks]
set_input_delay [expr $clk_period * $clk_io_pct] -clock clk0 $non_clock_inputs
set_output_delay [expr $clk_period * $clk_io_pct] -clock clk0 [all_outputs]
```

==> run_results.csv <==
group,metric,value,unit
power,p_total,199,µW
detailed_routing,antenna_cells,0,
yosys,ys_cells,16,
finish,layout-drive-gt1-share,22.2,%
placement,portBuffers,7,
critical_path,crit_family,"flip-flops",
clock_network,hold_buffers,0,
clock_network,cts_setup_buffers,0,
yosys,synth_warnings,0,
finish,final_cell_area,337,µm²
final_timing,finalClockSkew,5.40,ps
clock_network,numCtsBuffers,3,
placement,place_inst,69,
grt,antenna_found_initial,0,
clock_network,clock-root-buffer,"clkbuf_4",
placement,dp_slack,860,ps
grt,grt_max_degree,8,
finish,nFillCells,404,
yosys,numSynthFlops,4,
detailed_routing,avgViaCountPerCell,2.07,
finish,stdcell_count,73,
final_timing,worstMarginPinSlew,188,ps
job,maxCapViolCount,0,
critical_path,rrSetupSlack,1400,ps
critical_path,path_class,"flop to output pin",
yosys,synth.area.top_cells,"dfrtp_1, dfstp_2, a21o_2, nand4b_1, mux2_1",
finish,regArea,101,µm²
power,power_per_cell_area,592,mW/mm²
clock_network,htreeDepth,1,
detailed_routing,drt_iter0_drc,1,
final_timing,rsz0062_at_grt,"no",
finish,mostFrequentLayoutCell,"clkdlybuf4s50_1",
detailed_routing,wl_per_cell,6.32,µm
detailed_routing,routed-via-count,151,
yosys,syn-cell-area,183,µm²
critical_path,r2r-end,"buff_ff",
worst_hold_path,hold_class,"input port to asynchronous set/reset pin",
final_timing,relSlewSlack,87.5,%
outcome,status,"finished, final reports clean",
final_timing,setup_slack,753,ps
grt,grt_pass1_vias,161,
critical_path,critPathMaxStageDelay,550,ps
floorplan,die_area,0.00640,mm²
final_timing,max_freq,0.573,GHz
floorplan,initCoreUtil,5.35,%
clock_network,cts_tree,"built",
finish,synthToLayoutAreaGrowth,84.2,%
floorplan,chipWidth,80,µm
critical_path,cp-start-kind,"flop",
final_timing,setup_violations,0,
yosys,yosysTopAreaCell,"dfrtp_1",
critical_path,crit_buf_inv,1,
placement,place.gp.congestion,0.727,
critical_path,reg2regPathDepth,2,
critical_path,critPathMaxFanout,5,
yosys,avgSynthCellArea,11.4,µm²
floorplan,io_pins,8,
final_timing,setup_tns,0,ps
clock_network,cts.sinks,4,
grt,gr-total-overflow,0,
yosys,ys_area,183,µm²
clock_network,clk_pin_slew,40,ps
critical_path,cp_cell_sequence,"clkdlybuf4s50_1",
grt,globalRouteTotalUtil,1.51,%
critical_path,end_kind,"output pin",
critical_path,slowest_stage,"dfstp_2",
final_timing,period_used_share,69.9,%
clock_network,cts-resized-gates,0,
critical_path,cp-startpoint,"in_ready_o",
critical_path,worstPathArrival,1250,ps
final_timing,slew_viol_final,0,
finish,comb_area,77.6,µm²
grt,grt_pass1_wl,710,µm
detailed_routing,routed_wl,461,µm
detailed_routing,drc,0,
power,power_leakage,0.128,nW
detailed_routing,drtAntennaViolNets,0,
final_timing,hold_viol_final,0,
clock_network,insertion_delay,240,ps
yosys,syn_inst,16,
final_timing,period_minus_slack,1750,ps
clock_network,cts.path.max_buffers,2,
floorplan,rows,21,
finish,layout_top_cells,"clkdlybuf4s50_1, nand2_1, dfrtp_1, clkbuf_4",
yosys,synth.top_cell.area_share,41.1,%
floorplan,placeableCoreArea,0.00342,mm²
floorplan,die_h,80,µm
critical_path,worstPathRequired,2000,ps
yosys,seq_area_frac_synth,55.5,%
detailed_routing,first_pass_iters,2,
job,warning_count,25,
placement,placedInstanceArea,310,µm²
power,vdd_drop_max,0.0984,mV
critical_path,crit_cells,1,
yosys,ys_types,10,
critical_path,r2r-start,"in_ready_o",
==> logic make-up after synthesis <==
logic type	after synthesis	share of synthesized area (%)
AOI/OAI and AO/OA	3	13.7
buffers and inverters	1	2.05
and+or+nand+nor	7	22.6
DFF	4	55.5
muxes	1	6.16
==> registers in the layout (all words and copies together) (netlist names) <==
name	count
buff_ff	1
out_data_o	1
out_valid_o	1
in_ready_o	1
==> routing by layer <==
| layer | vias to the layer above | GRT usage, % | wire length (µm) |
|---|---|---|---|
| li1 | 78 | - | - |
| met1 | 61 | 1.87 | 251 |
| met2 | 10 | 1.61 | 118 |
| met3 | 2 | 1.48 | 79 |
| met4 | 0 | 0.704 | 12 |
| met5 | - | 0 | 0 |
==> worst max-delay path by stage <==
stage and end:
6_report in_ready_o, 4_1_cts in_ready_o, 5_1_grt in_ready_o
==> synth_stat cells <==
cell type and n:
dfrtp_1 3, nand2_1 3, a21o_2 2, nand4b_1 2
a21o_1 1, dfstp_2 1, inv_1 1, mux2_1 1
nand3_1 1, nand3b_1 1
==> power by group <==
part	internal, mW	switching [mW]
Combinational	0.0211	0.00866
Sequential	0.0750	0.00717
Clock	0.0600	0.0274
Total	0.156	0.0432
==> layout make-up <==
class	count	area share [%]
clock buffer	4	7.81
multi-input combinational	11	23.0
inverter	1	1.12
timing repair buffer	7	20.8
tap	46	17.1
sequential	4	30.1
==> stage by stage <==
step / util, % / hold slack, ps
floorplan: - / 265
global placement: 9.08 / 480
detailed placement: 9.08 / 513
CTS: 9.85 / 473
global route: 9.85 / 486
finish: 9.85 / 466
Power figures rest on the tool's default switching activity, not on a simulated workload.
